**design/flow/config.mk**
```make
export PLATFORM = sky130hd
export DESIGN_NAME = bc_uart
export DESIGN_NICKNAME = bc_uart
export VERILOG_FILES = /design/flow/design.v
export SDC_FILE = /design/flow/constraint.sdc
export NUM_CORES = 4
export LEC_CHECK = 1
export CORE_UTILIZATION = 50
```
**design/flow/design.v**
```verilog
module bc_uart(reset, clk, ce, cs, rd, wr, a, di, do, irq,
	cts, rts, sin, sout);
	input reset;
	input clk;		 
	input ce;		 
	input cs;		 
	input rd;		 
	input wr;		 
	input [2:0] a;	 
	input [7:0] di;	 
	output [7:0] do;	 
	reg [7:0] do;
	output irq;		 
	input cts;		 
	output rts;		 
	reg rts;
	input sin;		 
	output sout;	 
	reg [15:0] c;	 
	reg pcmsb;		 
	reg [15:0] ck_mul;	 
	wire data_present;
	wire rx_full, tx_empty, tx_full;
	wire [7:0] dout;
	wire baud16 = c[15] & ~pcmsb;	 
	reg cts1;		 
	reg rx_full_ie;		 
	reg rx_present_ie;
	reg tx_empty_ie;
	wire clear = wr && a==3'd3 && ce && cs;
	wire frame_err;		 
	wire over_run;		 
	assign irq = (rx_full & rx_full_ie) |
		(data_present & rx_present_ie) |
		(tx_empty & tx_empty_ie);
	wire [7:0] rx_do;
	bc_uart_rx uart_rx0(.reset(reset), .clk(clk), .baud16x_ce(baud16),
		.rd(rd & cs & a[2:0]==3'b000 & ce), .clear(clear), .do(rx_do),
		.sin(sin), .data_present(data_present), .full(rx_full),
		.frame_err(frame_err), .over_run(over_run) );
	bc_uart_tx uart_tx0(.reset(reset), .clk(clk),. baud16x_ce(baud16),
		.wr(wr & cs & a[2:0]==3'b000 & ce), .clear(clear), .di(di),
		.sout(sout), .full(tx_full), .empty(tx_empty) );
	always @(a or rx_do or irq or data_present or rx_full or tx_full
		or tx_empty or rx_present_ie or rx_full_ie or tx_empty_ie
		or cts1 or rts or ck_mul or over_run or frame_err) begin
		case(a)
		3'd0:	do <= rx_do;
		3'd1:	do <= {irq, data_present, rx_full, tx_empty, tx_full,2'b0,cts1};
		3'd2:	do <= {1'b0, rx_present_ie, rx_full_ie, tx_empty_ie, 2'b0, rts, 1'b0};
		3'd3:	do <= {over_run, frame_err, 6'b0};
		3'd4:	do <= ck_mul[15:0];
		3'd5:	do <= ck_mul[7:0];
		3'd6,3'd7: do <= 8'b0;
		endcase
	end
	always @(posedge clk) begin
		if (reset) begin
			c <= 16'd0;
			pcmsb <= 1'b0;
		end
		else begin
			c <= c + ck_mul;
			pcmsb <= c[15];
			cts1 <= cts;
		end
	end
	always @(posedge clk) begin
		if (reset) begin
			rts <= 1'b0;
			rx_present_ie <= 1'b0;
			rx_full_ie <= 1'b0;
			tx_empty_ie <= 1'b0;
			ck_mul <= 16'd1007;
		end
		else begin
			if (ce & wr & cs) begin
				case (a)
				3'd2:	begin
						rx_present_ie <= di[6];
						rx_full_ie <= di[5];
						tx_empty_ie <= di[4];
						rts <= di[1];
						end
			 	3'd4:	ck_mul[15:8] <= di;
			 	3'd5:	ck_mul[7:0] <= di;
			 	default:
			 		;
			 	endcase
			end
		end
	end
endmodule
`timescale 1ns / 1ns
module bc_uart_rx(reset, clk, baud16x_ce, rd, clear, do, sin,
	data_present, full, frame_err, over_run);
	input reset;
	input clk;
	input baud16x_ce;		 
	input rd;				 
	input clear;			 
	output [7:0] do;		 
	input sin;				 
	output data_present;	 
	output full;			 
	output frame_err;		 
	output over_run;		 
	reg frame_err;
	reg over_run;
	reg chk_start, chk_stop;
	reg [3:0] sind;			 
	reg [3:0] cnt;			 
	reg [3:0] bit_cnt;		 
	reg [7:0] rx_data;		 
	reg [1:0] state;		 
	reg wf;			 
	reg [3:0] wa;	 
	reg [3:0] ra;	 
	reg [3:0] pra;	 
	wire data_present = wa!=ra;
	assign full = wa==pra;
	bc_fifo16x8 fifo0(.clk(clk), .wr(wf), .wa(wa), .ra(ra), .di(rx_data), .do(do));
	always @(posedge clk) begin
		sind <= {sind[2:0],sin};
	end
	always @(posedge clk) begin
		if (reset) begin
			chk_start <= 1'b0;
			chk_stop <= 1'b0;
			state <= 0;
			cnt <= 4'd8;
			bit_cnt <= 4'd0;
			wf <= 1'b0;
			ra <= 4'd0;
			wa <= 4'd0;
			pra <= 4'd15;
			over_run <= 1'b0;
		end
		else begin
			if (rd & data_present) begin
				ra <= ra + 1;
				pra <= ra;
			end
			if (wf) begin
				wf <= 1'b0;
				wa <= wa + 1;
			end
			if (clear) begin
				ra <= 4'd0;
				wa <= 4'd0;
				wf <= 1'b0;
				pra <= 4'd15;
				chk_start <= 1'b0;
				chk_stop <= 1'b0;
				state <= 0;
				cnt <= 4'd8;
				bit_cnt <= 4'd0;
				over_run <= 1'b0;
			end
			else if (baud16x_ce) begin
				cnt <= cnt + 1;
				case (state)
				0:
					begin
						if (~sind[3]) begin
							cnt <= 4'd8;
							chk_start <= 1'b1;
							bit_cnt <= 4'd0;
							state <= 1;
						end
					end
				1:
					begin
						if (cnt==4'd0)
							state <= 2;
					end
				2:
					begin
						case (1'b1)	// synopsys full_case parallel_case
						chk_start:
							begin
								chk_start <= 1'b0;
								state <= sind[3] ? 0 : 1;
							end
						chk_stop:
							begin
								chk_stop <= 1'b0;
								frame_err <= ~sind[3];
								if (!full)
									wf <= 1'b1;
								else
									over_run <= 1'b1;
								state <= 0;
							end
						default:
							begin
								rx_data <= {sind[3],rx_data[7:1]};
								bit_cnt <= bit_cnt + 1;
								if (bit_cnt==4'd7)
									chk_stop <= 1'b1;
								state <= 1;
							end
						endcase
					end
				default:
					state <= 0;
				endcase
			end
		end
	end
endmodule
`timescale 1ns / 1ns
module bc_uart_tx(reset, clk, baud16x_ce, wr, clear, di, sout, full, empty);
	input reset;
	input clk;
	input baud16x_ce;	 
	input wr;			 
	input clear;		 
	input [7:0] di;		 
	output sout;		 
	output full;		 
	output empty;		 
	reg [9:0] tx_data;	 
	assign sout = tx_data[0];
	reg [1:0] state;	 
	reg [3:0] wa;		 
	reg [3:0] ra;		 
	reg [3:0] pra;		 
	assign empty = wa==ra;
	assign full = wa==pra;
	wire [7:0] fdo;		 
	reg [3:0] cnt;		 
	reg [3:0] bit_cnt;	 
	bc_fifo16x8 fifo0(.clk(clk), .wr(wr), .wa(wa), .ra(ra), .di(di), .do(fdo));
	always @(posedge clk) begin
		if (reset) begin
			state <= 0;
			cnt <= 4'd15;
			bit_cnt <= 4'd0;
			ra <= 4'd0;
			wa <= 4'd0;
			pra <= 4'd15;
		end
		else begin
			if (wr)
				wa <= wa + 1;
			if (clear) begin
				state <= 0;
				cnt <= 4'd15;
				bit_cnt <= 4'd0;
				ra <= 4'd0;
				wa <= 4'd0;
				pra <= 4'd15;
			end
			if (baud16x_ce) begin
				cnt <= cnt + 1;
				case(state)
				0:
					begin
						bit_cnt <= 4'd0;
						cnt <= 4'd0;
						if (!empty) begin
							tx_data <= {1'b1,fdo,1'b0};
							ra <= ra + 1;
							pra <= ra;
							state <= 1;
						end
					end
				1:
					begin
						if (cnt==4'd15)
							state <= 2;
					end
				2:
					begin
						tx_data <= {1'b1,tx_data[9:1]};
						bit_cnt <= bit_cnt + 1;
						if (bit_cnt==4'd9)
							state <= 0;
						else
							state <= 1;
					end
				default:
					state <= 0;
				endcase
			end
		end
	end
endmodule
`timescale 1ns / 1ns
module bc_fifo16x8(clk, wr, wa, ra, di, do);
	input clk;
	input wr;
	input [3:0] wa, ra;
	input [7:0] di;
	output [7:0] do;
	reg [7:0] mem [15:0];
	always @(posedge clk) begin
		if (wr)
			mem[wa] <= di;
	end
	assign do = mem[ra];
endmodule
```
**design/flow/constraint.sdc**
```tcl
current_design bc_uart

set clk_period 4.3
set clk_io_pct 0.2

create_clock -name clk0 -period $clk_period [get_ports {clk}]

set non_clock_inputs [all_inputs -no_clocks]
set_input_delay [expr $clk_period * $clk_io_pct] -clock clk0 $non_clock_inputs
set_output_delay [expr $clk_period * $clk_io_pct] -clock clk0 [all_outputs]
```
**design/flow/run.sh**
```bash
#!/bin/bash
# OpenROAD 26Q1-2900-gdf79404cd8, Yosys 0.63+post, stock flow scripts
make -C /OpenROAD-flow-scripts/flow DESIGN_CONFIG=/design/flow/config.mk WORK_HOME=/design/flow/orfs finish
```
==> flow_summary.yaml <==
# flow metrics
run_status:
  run_status: "complete, no violations"
placement:
  io_buffers: 29
  placed_cells: 1443
  routabilityCongestion: 0.882
  hpwl_um: 20400
synthesis:
  synthArstFlopShare: 0
  ys_seq_share: 0.658
  ys_cells: 1039
  synth.avg_cell_area_um2: 14.9
  area_leaders: "edfxtp_1 54%, dfxtp_1 12%, mux4_2 8.9%, mux2i_1 2.6%, ha_1 2.5%"
  ys_types: 67
  syn_inst: 1039
  synth_top_area_share: 0.535
  yosys_warnings: 6
  edf_count: 275
  flop_cell: "edfxtp_1"
  synth.largest_area_cell: "edfxtp_1"
  synth-area-yosys_um2: 15400
  ys.flops: 370
  netlist_area_um2: 15400
routing:
  ant_nets: 0
  dr.pass1.iters: 5
  via_per_inst: 5.73
  detail_route.wl_per_cell_um: 20.9
  initialDrtViolationCount: 588
  wirelength_um: 31700
  vias: 8692
  drt_drc_violations_left: 0
cts:
  cts_max_level: 2
  cts_root_buffer: "clkbuf_16"
  cts_buffers: 39
  cts_num_sinks: 370
  hold_buffers: 0
  clk-insertion-delay-late_ps: 530
  cts_resized: 0
  max-clock-path-buffers: 3
  post_cts_buffers: 0
  cts.clk_slew.worst_paths_ps: 60
  cts_tree: "built"
critical_path:
  required_ps: 3440
  critPathKind: "reg -> out"
  worstPathArrival_ps: 3090
  slowest_stage: "dfxtp_2"
  reg2reg_from: "ck_mul[0]$_SDFFE_PP1P_"
  cp_top_family: "multiplexers"
  cp_num_buf_inv: 2
  worstPathMaxFanout: 11
  path_cells: "buf_12, mux4_2, mux2i_1, a22o_1, nor3_1, clkdlybuf4s50_1"
  startpoint_type: "register"
  worstRegToRegCells: 7
  crit_path_end_kind: "output pin"
  slowest_delay_ps: 600
  r2r-end: "c[14]$_SDFF_PP0_"
  rrSetupSlack_ps: 1830
final_layout:
  logic_area_um2: 4960
  nFillCells: 2287
  final_cells: 1516
  area_growth_pct: 13.7
  ff_latch_area_um2: 10200
  drive_gt1_frac: 0.161
floorplanning:
  row_count: 63
  die_h_um: 178
  coreArea_um2: 30000
  ios: 30
  core_util_floorplan: 0.514
  die-area_um2: 31600
  dieWidth_um: 178
pwr:
  p_per_area_nw_per_um2: 442
  ir_drop_mv: 0.443
  power.leakage_nw: 5.80
hold_path:
  min_from: "uart_rx0.sind[0]$_DFF_P_"
  holdPathEnd: "uart_rx0.sind[1]$_DFF_P_"
  holdPathStages: 0
  min_path_type: "reg -> reg"
final_timing:
  period_used_share: 0.918
  setup_tns_ps: 0
  skew_ps: 23.8
  hold_viol_final: 0
  timing.fmax_mhz: 253
  drv_slew: 0
  slew_headroom: 0.419
  rsz0062_at_grt: "false"
  tightest_slew_ps: 869
  period_needed_ps: 3950
  setup_viol: 0
flow_run:
  log.warning_count: 33
  drv_cap: 0
global_routing:
  grt_pass1_vias: 8753
  antenna_found_initial: 3
  grt-ovfl-total: 0
  grt_pass1_wl_um: 49300
  grt_usage: 0.230
  grt_max_degree: 37
## kinds of logic (layout without fill, tap and decap cells)
| family | count (synthesis) | after routing | share of synthesized area |
|---|---|---|---|
| flip-flops | 370 | 370 | 0.658 |
| multiplexers | 117 | 117 | 0.131 |
| adder cells (fa/ha/maj) | 32 | 32 | 0.0264 |
| AND-OR/OR-AND | 137 | 137 | 0.0585 |
| XOR/XNOR | 36 | 36 | 0.0204 |
| buffers and inverters | 70 | 155 | 0.0206 |
| other | 0 | 2 | 0 |
| AND/OR/NAND/NOR | 277 | 277 | 0.0850 |
## flip-flops by register name (all words and copies together) (netlist names), 8 cells and up, named ones only
signal / cells
ck_mul: 16
uart_tx0.tx_data: 9
uart_tx0.fifo0.mem: 128
c: 16
uart_rx0.fifo0.mem: 128
uart_rx0.rx_data: 8
## per-layer routing
| metal | track usage | vias up | wire length (um) |
|---|---|---|---|
| met3 | 0.108 | 55 | 3430 |
| met2 | 0.324 | 358 | 14400 |
| met4 | 0.0477 | 2 | 679 |
| met1 | 0.362 | 4188 | 13100 |
| li1 | - | 4089 | - |
| met5 | 0 | - | 13 |
## cell usage after synthesis (3+ instances only)
library cell / count
o211ai_1: 3
a21oi_1: 45
nand2b_1: 6
o31a_1: 3
o22ai_1: 5
o221a_2: 7
or2_2: 3
mux2_2: 12
nand2_1: 73
a22oi_1: 3
nor3b_1: 4
nor2b_1: 10
edfxtp_1: 275
buf_6: 4
nor4_1: 3
o21a_1: 3
xor2_1: 17
clkbuf_1: 23
inv_1: 19
xnor2_1: 19
and2_1: 21
a21o_1: 3
mux2i_1: 40
mux4_2: 61
dfxtp_1: 95
buf_2: 13
a22o_1: 4
nand3_1: 19
nor3_1: 20
a31oi_1: 6
nand4b_1: 3
ha_1: 31
nor2_1: 91
buf_1: 7
o31ai_1: 3
o21ai_0: 29
a221oi_1: 3
nand4_1: 7
and3_1: 3
mux4_1: 4
and4_1: 3
## stage by stage
step	setup slack, ps	utilization	cell area, um2	total power [mW]	hold WS, ps
2_1_floorplan	1110	-	15400	4.32	310
5_1_grt	152	0.584	17500	8.04	337
4_1_cts	289	0.584	17500	7.82	327
3_3_place_gp	492	0.541	16200	4.46	313
3_5_place_dp	477	0.541	16200	4.46	315
6_report	352	0.584	17500	7.75	328
## where the power goes
| group | total, mW | internal, mW | switching, mW |
|---|---|---|---|
| Combinational | 0.515 | 0.210 | 0.305 |
| Sequential | 3.88 | 3.86 | 0.0194 |
| Clock | 3.36 | 2.04 | 1.32 |
## layout by cell type (no fill, tap or decap), types with 9 or more instances in the layout
master / instances
a21oi_1: 45
mux4_2: 61
mux2i_1: 40
clkdlybuf4s50_1: 28
buf_4: 34
nand2_1: 73
clkinv_1: 9
clkbuf_1: 9
dfxtp_1: 93
nand3_1: 19
inv_1: 19
ha_1: 31
and2_1: 21
edfxtp_1: 275
nor2_1: 91
nor2b_1: 10
clkbuf_16: 39
xor2_1: 17
mux2_2: 12
xnor2_1: 19
o21ai_0: 29
nor3_1: 20
## layout make-up
class / instances / area share
diodes: 2 / 0.000285
well taps: 390 / 0.0278
repair buffers: 64 / 0.0319
flip-flops and latches: 370 / 0.579
clock buffers: 52 / 0.0607
inverters: 20 / 0.00428
multi-input cells: 599 / 0.283
clock inverters: 19 / 0.0134
## worst max-delay path by stage
stage / start / end / cells past startpoint
6_report: register / do[0] / 6
5_1_grt: register / do[7] / 6
4_1_cts: register / do[6] / 6
Power and IR drop assume default switching activity.
