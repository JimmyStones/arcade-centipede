==> design/flow/config.mk <==
export PLATFORM = sky130hd
export DESIGN_NAME = timer
export DESIGN_NICKNAME = timer
export VERILOG_FILES = /design/flow/design.v
export SDC_FILE = /design/flow/constraint.sdc
export NUM_CORES = 4
export LEC_CHECK = 1
export CORE_UTILIZATION = 30
==> design/flow/run.sh <==
#!/bin/bash
# OpenROAD 26Q1-2900-gdf79404cd8, Yosys 0.63+post, stock flow scripts
make -C /OpenROAD-flow-scripts/flow DESIGN_CONFIG=/design/flow/config.mk WORK_HOME=/design/flow/orfs finish
==> design/flow/design.v <==
module timer(reset, clk, ce, cs, rw, a, di, do, irq);
	input reset;
	input clk;
	input ce;
	input cs;
	input rw;
	input [3:0] a;
	input [7:0] di;
	output [7:0] do;
	output irq;
	reg [31:0] cnt, max_cnt;
	reg [31:0] snap_cnt;
	reg snap_shot;
	reg auto_rep;
	reg cnt_en;
	reg tc;			 
	reg irq_en;
	assign irq = tc & irq_en;
	reg [7:0] do0;
	always @(a or max_cnt) begin
		case(a[1:0])
		2'd0:	do0 <= max_cnt[7:0];
		2'd1:	do0 <= max_cnt[15:8];
		2'd2:	do0 <= max_cnt[23:16];
		2'd3:	do0 <= max_cnt[31:24];
		endcase
	end
	reg [7:0] do1;
	always @(a or snap_cnt) begin
		case(a[1:0])
		2'd0:	do1 <= snap_cnt[7:0];
		2'd1:	do1 <= snap_cnt[15:8];
		2'd2:	do1 <= snap_cnt[23:16];
		2'd3:	do1 <= snap_cnt[31:24];
		endcase
	end
	reg [7:0] do2;
	always @(tc or irq_en or auto_rep or cnt_en) begin
		do2 <= {tc,4'b0,irq_en,auto_rep,cnt_en};
	end
	reg [7:0] do4;
	always @(a[3:2]) begin
		case(a[3:2])
		2'd0:	do4 <= do0;
		2'd1:	do4 <= do1;
		2'd2:	do4 <= do2;
		2'd3:	do4 <= do2;
		endcase
	end
	assign do = cs & rw ? do4 : 8'bz;
	always @(posedge clk) begin
		if (reset) begin
			max_cnt <= 32'd0;
			cnt <= 32'd0;
			cnt_en <= 1'b0;
			auto_rep <= 1'b0;
			tc <= 1'b0;
			irq_en <= 1'b0;
		end
		else begin
			if (ce) begin
				if (cs & ~rw) begin
					case(a[3:0])
					4'd0:	max_cnt[7:0] <= di;
					4'd1:	max_cnt[15:8] <= di;
					4'd2:	max_cnt[23:16] <= di;
					4'd3:	max_cnt[31:24] <= di;
					4'd8:	begin
							cnt_en <= di[0];
							auto_rep <= di[1];
							irq_en <= di[2];
							tc <= 1'b0;
							end
					4'd9:	snap_shot <= 1'b1;
					default:
						;
					endcase
				end
				if (cnt_en) begin
					if (cnt >= max_cnt) begin
						cnt <= 32'd0;
						tc <= 1'b1;
						if (~auto_rep)
							cnt_en <= 1'b0;
					end
					else
						cnt <= cnt + 1;
				end
				if (snap_shot) begin
					snap_shot <= 1'b0;
					snap_cnt <= cnt;
				end
			end  
		end
	end
endmodule
==> design/flow/constraint.sdc <==
current_design timer

set clk_period 6.7
set clk_io_pct 0.2

create_clock -name clk0 -period $clk_period [get_ports {clk}]

set non_clock_inputs [all_inputs -no_clocks]
set_input_delay [expr $clk_period * $clk_io_pct] -clock clk0 $non_clock_inputs
set_output_delay [expr $clk_period * $clk_io_pct] -clock clk0 [all_outputs]
==> results.yml <==
# flow metrics
worst_setup_path:
  worst_path_max_delay_cell: "sky130_fd_sc_hd__mux4_2"
  timing.critical_path.mode_cell: "sky130_fd_sc_hd__clkdlybuf4s50_1"
  slowest_delay_ps: 550
  cp.required_ps: 5360
  timing_worst_setup_path_type: "input port to output pin"
  worst_setup_path_start_kind: "input port"
  critical_path_peak_fanout: 21
  critPathArrivalTime_ps: 3510
  critical_path.cell_chain: "clkdlybuf4s50_1 -> buf_4 -> mux4_2 -> mux2i_1 -> o21ai_0 -> clkdlybuf4s50_1"
  worst_setup_path_end_kind: "output pin"
placement:
  dp.cells: 715
  detailed_place_hpwl_um: 8990
  place_congestion: 0.885
  place_ws_ps: 1790
  io_buffer_count: 25
final_timing:
  max_slew.worst_pin.slew_ps: 857
  finalWorstSetupSlack_ps: 1850
  setup_repair_after_global_routing_missed_its_margin: "false"
  timing.final.hold_violations: 0
  timing.final.crit_period_ps: 4850
  final-setup-viol-count: 0
  timing.clock.skew_ps: 7.63
  relSlewSlack_pct: 42.7
  timing.fmax_mhz: 206
  slew_violations: 0
  setup-tns-final_ps: 0
  period_used_pct: 72.4
finish:
  fin_cells: 731
  final_layout_size_suffix_gt1_share_pct: 10.4
  area_growth_syn_to_layout_pct: 14.1
yosys:
  netlist.area_leader.share_pct: 26.0
  post_synth_instance_area_um2: 5230
  syn-mean-instance-area_um2: 10.6
  syn_inst: 491
  synth.top_cells.by_area: "sky130_fd_sc_hd__dfxtp_1 26%, sky130_fd_sc_hd__edfxtp_1 19%, sky130_fd_sc_hd__mux2i_1 8.2%, sky130_fd_sc_hd__ha_1 7.9%, sky130_fd_sc_hd__mux4_2 6.9%"
  synth-cells-yosys: 491
  synth-main-ff-cell: "sky130_fd_sc_hd__dfxtp_1"
  yosysTopAreaCell: "sky130_fd_sc_hd__dfxtp_1"
  synthDistinctLibCells: 45
  yosys_warnings: 2
  ys_area_um2: 5230
  yosys.cell_count.top_type: "sky130_fd_sc_hd__dfxtp_1"
  enable_flop_cells: 33
  post_synth_most_frequent_cells: "68 x sky130_fd_sc_hd__dfxtp_1, 53 x sky130_fd_sc_hd__nor2_1, 43 x sky130_fd_sc_hd__mux2i_1"
  async_flop_share_pct: 0
  synth_sequential_area_ratio_pct: 45.0
  ys_seq_elements: 101
power:
  power_leakage_nw: 2.33
  total_power_mw: 1.23
  power-per-cell-area_nw_per_um2: 206
  max-vdd-ir-drop_mv: 0.117
cts:
  post_cts_buffers: 0
  clk_root_buffer_cell: "sky130_fd_sc_hd__clkbuf_16"
  clk_latency_ps: 350
  cts.sinks: 101
  tritoncts.num_buffers: 9
  cts.path.max_buffers: 2
  cts_repair_resize_count: 0
  postCtsHoldBufs: 0
  cts.reportedPaths.clkPinSlew_ps: 60
  cts.htree.levels: 3
  cts_tree: "done"
detailed_routing:
  remaining_drc_errors: 0
  route.antenna.diode_count: 0
  detail_route.wl_per_cell_um: 16.8
  vias_per_cell: 5.01
  detailroute.via_count: 3663
  detail-route-antenna-nets: 0
  drt-pass1-iter-count: 4
  detailedRoute.firstIterationViolations: 212
  route.final.wire_length_um: 12300
flow_run:
  openroad.warnings: 25
  maxCapViolCount: 0
status:
  run_status: "finished, final reports clean"
die:
  floorplan.io_pins: 26
  floorplan.core_util_pct: 31.1
  floorplan.die.height_um: 134
  num_rows: 47
  chip_area_um2: 18000
  core_area_um2: 16800
  fp.dieW_um: 134
worst_hold_path:
  worstHoldPathType: "register to register"
grt:
  grt_pass1_vias: 3421
  initial_antenna_violation_count: 0
  grt_pass1_wl_um: 19400
  largest_net_degree_at_the_start_of_global_routing: 69
  grt_remaining_overflow: 0
  track_usage_pct: 14.6
==> path summary, 6_finish.rpt <==
kind / from / to / slack (ps) / cells past startpoint
hold reg to reg: tc / tc / 490 / 2
setup / recovery: a[0] / do[7] / 1850 / 6
hold / removal: tc / tc / 490 / 2
setup reg to reg: max_cnt[25] / cnt[13] / 4120 / 9
==> report_power, final <==
part	switching, mW	total [mW]	internal (mW)
clock	0.219	0.535	0.316
combinational	0.0314	0.0591	0.0277
sequential	0.00238	0.636	0.634
==> flip-flops by register name (all words and copies together) (netlist names) <==
| signal | count |
|---|---|
| auto_rep | 1 |
| snap_cnt | 32 |
| cnt | 32 |
| snap_shot | 1 |
| cnt_en | 1 |
| irq_en | 1 |
| max_cnt | 32 |
| tc | 1 |
==> cell usage in the layout, fill, tap and decap left out, types with 2 or more instances in the layout <==
cell type | synthesis | final
sky130_fd_sc_hd__nand4_1 | 12 | 12
sky130_fd_sc_hd__nor2b_1 | 2 | 2
sky130_fd_sc_hd__clkbuf_8 | 0 | 2
sky130_fd_sc_hd__and4_1 | 8 | 8
sky130_fd_sc_hd__ha_1 | 33 | 33
sky130_fd_sc_hd__and2_1 | 3 | 3
sky130_fd_sc_hd__nor3_2 | 11 | 11
sky130_fd_sc_hd__inv_1 | 33 | 33
sky130_fd_sc_hd__clkinv_2 | 0 | 2
sky130_fd_sc_hd__dfxtp_1 | 68 | 68
sky130_fd_sc_hd__nand2_1 | 30 | 30
sky130_fd_sc_hd__o21ai_0 | 11 | 11
sky130_fd_sc_hd__mux2i_1 | 43 | 43
sky130_fd_sc_hd__clkbuf_16 | 0 | 11
sky130_fd_sc_hd__nand4b_1 | 2 | 2
sky130_fd_sc_hd__and3_1 | 3 | 3
sky130_fd_sc_hd__mux4_2 | 16 | 16
sky130_fd_sc_hd__nor3_1 | 20 | 20
sky130_fd_sc_hd__xnor2_1 | 10 | 10
sky130_fd_sc_hd__nor2_1 | 53 | 53
sky130_fd_sc_hd__buf_4 | 1 | 4
sky130_fd_sc_hd__xor2_1 | 18 | 18
sky130_fd_sc_hd__edfxtp_1 | 33 | 33
sky130_fd_sc_hd__a21o_1 | 2 | 2
sky130_fd_sc_hd__a21oi_1 | 19 | 19
sky130_fd_sc_hd__clkdlybuf4s50_1 | 0 | 24
sky130_fd_sc_hd__nand3b_1 | 2 | 2
sky130_fd_sc_hd__nand3_1 | 18 | 18
==> critical path: cells and delay by family <==
kind            cells  cell delay (ps)
mux                 2              780
compound gates      1              130
buf+inv             3             1250
==> metal layers <==
metal / GRT usage (%) / vias to the layer above / routed length [um]
li1: - / 1782 / -
met1: 22.2 / 1743 / 5700
met2: 20.6 / 114 / 5270
met3: 5.09 / 24 / 1010
met4: 3.22 / 0 / 326
met5: 0 / - / 0
==> logic make-up (layout without fill, tap and decap cells) <==
kind of cell	count (synthesis)	count (layout)	synth area share, %
simple gates	172	172	17.7
flops	101	101	45.0
mux	59	59	15.1
buf+inv	58	78	4.86
compound gates	40	40	4.76
fa+ha+maj	33	33	7.90
xor+xnor	28	28	4.69
==> stage by stage <==
stage | area (um2) | util (%) | hold slack (ps)
5_1_grt | 5960 | 35.5 | 521
3_5_place_dp | 5650 | 33.6 | 483
4_1_cts | 5960 | 35.5 | 493
6_report | 5960 | 35.5 | 488
2_1_floorplan | 5230 | - | 431
3_3_place_gp | 5650 | 33.6 | 469
==> final cells by class <==
| class | count | area (um2) |
|---|---|---|
| Fill cell | 1612 | 10900 |
| Inverter | 33 | 124 |
| Timing Repair Buffer | 29 | 275 |
| Tap cell | 220 | 275 |
| Clock inverter | 2 | 10.0 |
| Clock buffer | 14 | 307 |
| Sequential cell | 101 | 2350 |
| Multi-Input combinational cell | 332 | 2620 |
Power figures rest on the tool's default switching activity, not on a simulated workload.
