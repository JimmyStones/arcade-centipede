File: /design/flow/config.mk
export PLATFORM = sky130hd
export DESIGN_NAME = vic_text
export DESIGN_NICKNAME = vic_text
export VERILOG_FILES = /design/flow/design.v
export SDC_FILE = /design/flow/constraint.sdc
export NUM_CORES = 4
export LEC_CHECK = 1
export CORE_UTILIZATION = 50
File: /design/flow/run.sh
#!/bin/bash
# OpenROAD 26Q1-2900-gdf79404cd8, Yosys 0.63+post, stock flow scripts
make -C /OpenROAD-flow-scripts/flow DESIGN_CONFIG=/design/flow/config.mk WORK_HOME=/design/flow/orfs finish
File: /design/flow/design.v
module vic_text(reset, clk, ce25, cs, rw, rs, d, cdin, scrin,
	ce50, va, cra,
	irq, hSync, vSync, vdo);
	parameter ABW = 15;
	parameter DBW = 31;
	parameter phTotal = 10'd799; 
	parameter phSyncOn = 10'd658; 
	parameter phSyncOff = 10'd754; 
	parameter phBlankOn = 10'd639; 
	parameter phBlankOff = 10'd799; 
	parameter pvTotal = 10'd524;
	parameter pvSyncOn = 10'd493;
	parameter pvSyncOff = 10'd494;
	parameter pvBlankOn = 10'd479;
	parameter pvBlankOff = 10'd524;
	input reset;
	input clk;			 
	input ce25;			 
	input cs;			 
	input rw;			 
	input [8:0] rs;		 
	inout [7:0] d;
	tri [7:0] d;
	input [7:0] cdin;	 
	input [7:0] scrin;	 
	input ce50;			 
	output [ABW:0] va;	 
	reg [ABW:0] va;
	output [8:0] cra;	 
	reg [8:0] cra;
	output irq;			 
	output hSync, vSync;	 
	reg hSync, vSync;
	output [5:0] vdo;	 
	reg [5:0] vdo;
	reg [9:0]	hctr, vctr;
	reg hDisplay, vDisplay;
	reg [7:0] din;
	reg [7:0] gdin, gdin1;	 
	reg [1:0] color;
	reg [9:0] hDisplayOnC;
	reg [9:0] hDisplayOffC;
	reg [9:0] vDisplayOnC;
	reg [9:0] vDisplayOffC;
	reg [9:0] hBorderOnC;
	reg [9:0] hBorderOffC;
	reg [9:0] vBorderOnC;
	reg [9:0] vBorderOffC;
	reg [5:0] BorderColor;
	wire hReset		= hctr == phTotal;	 
	wire hSyncOn	= hctr == phSyncOn;
	wire hSyncOff	= hctr == phSyncOff;
	wire hBlankOn	= hctr == phBlankOn;
	wire hBlankOff	= hctr == phBlankOff;
	wire hBorderOn	= hctr == hBorderOnC;
	wire hBorderOff	= hctr == hBorderOffC;
	wire hDisplayOn	= hctr == hDisplayOnC;
	wire hDisplayOff= hctr == hDisplayOffC;
	wire vReset		= vctr == pvTotal;	 
	wire vDisplayOn	= vctr == vDisplayOnC;
	wire vDisplayOff= vctr == vDisplayOffC;
	wire vSyncOn	= vctr == pvSyncOn;
	wire vSyncOff	= vctr == pvSyncOff;
	wire vBlankOn	= vctr == pvBlankOn;
	wire vBlankOff	= vctr == pvBlankOff;
	wire vBorderOn	= vctr == vBorderOnC;
	wire vBorderOff	= vctr == vBorderOffC;
	reg vBlank, hBlank;
	reg hBorder, vBorder;
	reg [7:0] vsr;			 
	reg [2:0] pt;			 
	reg [3:0] vrt;			 
	reg [2:0] bc;			 
	reg [ABW:0] vba;		 
	reg [1:0] cd;			 
	reg [2:0] hres;			 
	reg [3:0] vres;			 
	reg [ABW:0] vab;			 
	reg vbie;				 
	reg rie;				 
	reg vbi_ff;				 
	reg ri_ff;				 
	reg [9:0] rc;			 
	assign irq = ((vbie & vbi_ff) | (rie & ri_ff));
	reg [7:0] d0, d1, d2, d3, d4, d5, d6;
	always @(rs or vba or vres or hres or cd) begin
		case (rs[1:0])
		0:	d0 <= vba[7:0];
		1:	d0 <= vba[15:8];
		2:	d0 <= {vres,1'b0,hres};
		3:	d0 <= {6'b0,cd};
		endcase
	end
	always @(rs or rie or vbie or vbi_ff or ri_ff or rc or
		BorderColor) begin
		case (rs[1:0])
		0: 	d1 <= {rc[7:0]};
		1:	d1 <= {6'b0,rc[9:8]};
		2:	d1 <= {6'b0,rie,vbie};
		3:	d1 <= {(vbi_ff|ri_ff),5'b0,ri_ff,vbi_ff};
		endcase
	end
	always @(BorderColor) begin
		d2 <= {2'b0,BorderColor};
	end
	always @(rs or hDisplayOffC or hDisplayOnC) begin
		case (rs[0])
		0:	d3 <= hDisplayOnC[7:0];
		1:	d3 <= {6'b0,hDisplayOnC[9:8]};
		2:	d3 <= hDisplayOffC[7:0];
		1:	d3 <= {6'b0,hDisplayOffC[9:8]};
		endcase
	end
	always @(rs or hBorderOffC or hBorderOnC) begin
		case (rs[0])
		0:	d4 <= hBorderOnC[7:0];
		1:	d4 <= {6'b0,hBorderOnC[9:8]};
		2:	d4 <= hBorderOffC[7:0];
		1:	d4 <= {6'b0,hBorderOffC[9:8]};
		endcase
	end
	always @(rs or vDisplayOffC or vDisplayOnC) begin
		case (rs[0])
		0:	d5 <= vDisplayOnC[7:0];
		1:	d5 <= {6'b0,vDisplayOnC[9:8]};
		2:	d5 <= vDisplayOffC[7:0];
		1:	d5 <= {6'b0,vDisplayOffC[9:8]};
		endcase
	end
	always @(rs or vBorderOffC or vBorderOnC) begin
		case (rs[0])
		0:	d6 <= vBorderOnC[7:0];
		1:	d6 <= {6'b0,vBorderOnC[9:8]};
		2:	d6 <= vBorderOffC[7:0];
		1:	d6 <= {6'b0,vBorderOffC[9:8]};
		endcase
	end
	assign d = (cs & rw && (rs[6:0]==7'd0)) ? d0 : 8'bz;
	assign d = (cs & rw && (rs[6:0]==7'd1)) ? d1 : 8'bz;
	assign d = (cs & rw && (rs[6:0]==7'd2)) ? d2 : 8'bz;
	assign d = (cs & rw && (rs[6:0]==7'd3)) ? d3 : 8'bz;
	assign d = (cs & rw && (rs[6:0]==7'd4)) ? d4 : 8'bz;
	assign d = (cs & rw && (rs[6:0]==7'd5)) ? d5 : 8'bz;
	assign d = (cs & rw && (rs[6:0]==7'd6)) ? d6 : 8'bz;
	always @(posedge clk) begin
		if (reset) begin
			vctr <= 0;
			hctr <= 0;
			vSync <= 1;
			hSync <= 1;
			vBlank <= 1;
			hBlank <= 1;
			cra <= 9'h000;
			vba <= 16'hC000;
			vab <= 16'hC000;
			vbie <= 0;
			rie <= 0;
			vbi_ff <= 0;
			ri_ff <= 0;
			cd <= 3;
			rc <= 10'h3ff;
			pt <= 0;
			vrt <= 4'b0;
			bc <= 3'b0;
			hres <= 3'b001;
			vres <= 4'b1111;
			vsr <= 8'h0;
			din <= 8'h0;
			gdin <= 8'h00;
			gdin1 <= 8'h00;
			hDisplayOnC <= 10'd47; 
			hDisplayOffC <= 10'd559; 
			hBorderOnC <= 10'd575; 
			hBorderOffC <= 10'd63; 
			vDisplayOnC <= 10'd48; 
			vDisplayOffC <= 10'd432; 
			vBorderOnC <= 10'd431; 
			vBorderOffC <= 10'd47; 
			BorderColor <= 6'h30;
			hDisplay <= 1'b0;
			vDisplay <= 1'b0;
		end
		else begin
			if (ce50) begin
				if (cs & ~rw) begin
					case (rs)
					0: 	vba[7:0] <= d;
					1:	vba[15:8] <= d;
					2: 	begin
						hres <= d[2:0];
						vres <= d[7:4];
						end
					3: 	begin
						hres <= d[2:0];
						vres <= d[7:4];
						end
					4:	rc[7:0] <= d[7:0];
					5:	rc[9:8] <= d[1:0];
					6:	begin
						vbie <= d[0];
						rie <= d[1];
						end
					7:	begin
						vbi_ff <= d[0];
						ri_ff <= d[1];
						end
					8:	BorderColor <= d[5:0];
					16:	hDisplayOnC[7:0] <= d[7:0];
					17:	hDisplayOnC[9:8] <= d[1:0];
					18:	hDisplayOffC[7:0] <= d[7:0];
					19:	hDisplayOffC[9:8] <= d[1:0];
					20:	hBorderOnC[7:0] <= d[7:0];
					21:	hBorderOnC[9:8] <= d[1:0];
					22:	hBorderOffC[7:0] <= d[7:0];
					23:	hBorderOffC[9:8] <= d[1:0];
					24:	vDisplayOnC[7:0] <= d[7:0];
					25:	vDisplayOnC[9:8] <= d[1:0];
					26:	vDisplayOffC[7:0] <= d[7:0];
					27:	vDisplayOffC[9:8] <= d[1:0];
					28:	vBorderOnC[7:0] <= d[7:0];
					29:	vBorderOnC[9:8] <= d[1:0];
					30:	vBorderOffC[7:0] <= d[7:0];
					31:	vBorderOffC[9:8] <= d[1:0];
					default:
						;
					endcase
				end
			end
			if (ce25) begin
				if (hReset) begin
					hctr <= 0;
					if (vReset)
						vctr <= 0;
					else
						vctr <= vctr + 1;
					if (vctr==rc)
						ri_ff <= rie;
					if (vSyncOn) vSync <= 0;
					if (vSyncOff) vSync <= 1;
					if (vBlankOn) vBlank <= 1;
					if (vBlankOff) vBlank <= 0;
					if (vBorderOn) vBorder <= 1;
					if (vBorderOff) vBorder <= 0;
				end
				else
					hctr <= hctr + 1;
				if (hSyncOn) hSync <= 0;
				if (hSyncOff) hSync <= 1;
				if (hBlankOff) hBlank <= 0;
				if (hBlankOn) hBlank <= 1;
				if (hBorderOn) hBorder <= 1;
				if (hBorderOff) hBorder <= 0;
				if (hDisplayOn) begin
					pt <= hres;
					bc <= 0;
					hDisplay <= 1;
					if (vDisplayOn) begin
						vrt <= 0;
						vDisplay <= 1;
						va <= vba;
						vab <= vba;
					end
					if (vDisplayOff) begin
						vDisplay <= 0;
						vbi_ff <= vbie;
					end
					if (vDisplay) begin
						if (vrt == vres) begin
							vrt <= 0;
							vab <= va;
						end
						else begin
							vrt <= vrt + 1;
							va <= vab;
						end
					end
				end
				if (hDisplayOff) begin
					hDisplay <= 0;
				end
				if (hDisplay & vDisplay) begin
					if (pt==hres) begin
						pt <= 0;
						bc <= bc + 1;
						if (bc==7) begin
							va <= va + 1;
							vsr <= din;	 
							color <= gdin[7:6];
						end
						else
							vsr <= {1'b0,vsr[7:1]};
						if (bc==0) begin
							cra <= {scrin[5:0],vctr[3:1]};
							gdin1 <= scrin;
						end
						if (bc==1) begin
							din <= cdin;
							gdin <= gdin1;
						end
					end
					else
						pt <= pt + 1;
				end
				else begin
					if (pt==hres) begin
						bc <= bc + 1;
						if (bc==7) begin
							vsr <= din;	 
							color <= gdin[7:6];
						end
						else
							vsr <= {1'b0,vsr[7:1]};
						if (bc==1) begin
							din <= cdin;
							gdin <= gdin1;
						end
						if (bc==0) begin
							cra <= {scrin[5:0],vctr[3:1]};
							gdin1 <= scrin;
						end
						if (bc==1) begin
							din <= cdin;
							gdin <= gdin1;
						end
						pt <= 0;
					end
					else
						pt <= pt + 1;
				end
				vdo <= (hBlank | vBlank) ? 6'b0 :
					(hBorder | vBorder) ? BorderColor :
					vsr[0] ? {2'b11,color[1],color[1],color[0],color[0]} : 6'h00;
			end
		end
	end
endmodule
module ram32x6s(clk, wr, a, di, do);
	input clk;
	input wr;
	input [4:0] a;
	input [5:0] di;
	output [5:0] do;
	reg [5:0] ram [31:0];
	always @(posedge clk) begin
		if (wr)
			ram[a] <= di;
	end
	assign do = ram[a];
endmodule
File: /design/flow/constraint.sdc
current_design vic_text

set clk_period 4.4
set clk_io_pct 0.2

create_clock -name clk0 -period $clk_period [get_ports {clk}]

set non_clock_inputs [all_inputs -no_clocks]
set_input_delay [expr $clk_period * $clk_io_pct] -clock clk0 $non_clock_inputs
set_output_delay [expr $clk_period * $clk_io_pct] -clock clk0 [all_outputs]
==> impl_metrics.prom <==
# HELP chip_impl_metric Synthesis and place-and-route metrics
# TYPE chip_impl_metric gauge
chip_impl_info{name="status",value="complete, no violations"} 1
chip_impl_metric{name="chipWidth",unit="um"} 115
chip_impl_metric{name="synth-cells-yosys",unit=""} 685
chip_impl_metric{name="grt_pass1_vias",unit=""} 4651
chip_impl_metric{name="routedWlPerCell",unit="um"} 15.4
chip_impl_metric{name="finalClockPeriodUsage",unit=""} 0.718
chip_impl_metric{name="ys_types",unit=""} 76
chip_impl_metric{name="worstRegToRegCells",unit=""} 7
chip_impl_info{name="most_numerous_cell_types_in_the_synthesized_netlist",value="sky130_fd_sc_hd__dfxtp_1, sky130_fd_sc_hd__nor2_1, sky130_fd_sc_hd__nand2_1"} 1
chip_impl_metric{name="drv_cap",unit=""} 0
chip_impl_metric{name="clock_sink_count",unit=""} 123
chip_impl_metric{name="worst_pin_slew",unit="ns"} 0.879
chip_impl_metric{name="clock_skew",unit="ns"} 0.00524
chip_impl_metric{name="placed_cells_incl_taps",unit=""} 870
chip_impl_metric{name="critical_path_arrival",unit="ns"} 3.43
chip_impl_metric{name="io_buffers",unit=""} 63
chip_impl_info{name="yosysMostFrequentCell",value="sky130_fd_sc_hd__dfxtp_1"} 1
chip_impl_info{name="yosys.area.top_type",value="sky130_fd_sc_hd__dfxtp_1"} 1
chip_impl_metric{name="post_cts.repair.setup_buffers",unit=""} 0
chip_impl_metric{name="hold_ws",unit="ns"} 0.442
chip_impl_metric{name="whs_path_depth",unit=""} 0
chip_impl_metric{name="area.sequential",unit="mm^2"} 0.00269
chip_impl_metric{name="drt-pass1-iter-count",unit=""} 5
chip_impl_info{name="worstHoldPathType",value="register to register"} 1
chip_impl_metric{name="worst-path-max-fanout",unit=""} 23
chip_impl_metric{name="hold_violations",unit=""} 0
chip_impl_metric{name="drive_gt1_frac",unit=""} 0.0996
chip_impl_metric{name="io_pins",unit=""} 73
chip_impl_metric{name="finish.utilization",unit=""} 0.615
chip_impl_metric{name="worst_slew_margin_relative_to_its_limit",unit=""} 0.412
chip_impl_metric{name="tool_warnings",unit=""} 32
chip_impl_metric{name="setup_viol",unit=""} 0
chip_impl_metric{name="floorplan.rows",unit=""} 40
chip_impl_info{name="timing.setup.critical_path_class",value="primary input to register"} 1
chip_impl_metric{name="grt-ovfl-total",unit=""} 0
chip_impl_metric{name="dr_total_vias",unit=""} 5047
chip_impl_metric{name="detail_route.vias_per_cell",unit=""} 5.60
chip_impl_info{name="critical-path-slowest-cell",value="sky130_fd_sc_hd__clkdlybuf4s50_1"} 1
chip_impl_metric{name="postSynthRegisterBits",unit=""} 123
chip_impl_metric{name="synthCells",unit=""} 685
chip_impl_metric{name="max_stage_delay",unit="ns"} 0.65
chip_impl_info{name="cts_root_buffer",value="sky130_fd_sc_hd__clkbuf_16"} 1
chip_impl_metric{name="synthesis.area_per_instance",unit="um^2"} 9.26
chip_impl_metric{name="clock.fmax",unit="MHz"} 316
chip_impl_metric{name="clock_tree.htree_level_count",unit=""} 4
chip_impl_metric{name="vdd_ir_drop_max",unit="uV"} 244
chip_impl_metric{name="drcViolationCount",unit=""} 0
chip_impl_metric{name="detail-route-antenna-nets",unit=""} 0
chip_impl_info{name="cp_cell_instances",value="clkdlybuf4s50_1 > inv_1 > nor4_2 > buf_4 > nand3b_1 > mux2i_1 > nor2_1"} 1
chip_impl_metric{name="final_cell_area",unit="mm^2"} 0.00748
chip_impl_metric{name="clk_pin_slew",unit="ns"} 0.05
chip_impl_metric{name="pin_count_of_the_biggest_net_entering_global_routing",unit=""} 51
chip_impl_metric{name="place_area",unit="mm^2"} 0.00694
chip_impl_info{name="endpoint_kind",value="register"} 1
chip_impl_metric{name="finalWeightedCongestion",unit=""} 0.853
chip_impl_metric{name="layout.area.comb",unit="mm^2"} 0.00326
chip_impl_metric{name="fin_setup_tns",unit="ns"} 0
chip_impl_metric{name="period_needed",unit="ns"} 3.16
chip_impl_metric{name="max_slew_violations",unit=""} 0
chip_impl_metric{name="die-area",unit="mm^2"} 0.0131
chip_impl_info{name="crit_path_start_kind",value="primary input"} 1
chip_impl_info{name="unrepaired_setup_endpoints_after_global_routing",value="no"} 1
chip_impl_metric{name="floorplanUtilization",unit=""} 0.521
chip_impl_metric{name="critical_path_required",unit="ns"} 4.67
chip_impl_metric{name="cts_buffers",unit=""} 17
chip_impl_metric{name="fin_cells",unit=""} 901
chip_impl_metric{name="first_iter_violations",unit=""} 396
chip_impl_metric{name="post_cts_resized",unit=""} 0
chip_impl_metric{name="yosysWarnings",unit=""} 64
chip_impl_metric{name="grt_first_pass_wirelength",unit="mm"} 23.4
chip_impl_metric{name="yosysTopAreaCellShare",unit=""} 0.316
chip_impl_metric{name="wire_length_after_detailed_routing",unit="mm"} 13.9
chip_impl_metric{name="synth_async_sr_flop_share",unit=""} 0
chip_impl_metric{name="route.antenna.diode_count",unit=""} 0
chip_impl_metric{name="worst_skew_pair.late_latency",unit="ns"} 0.41
chip_impl_metric{name="placeableCoreArea",unit="mm^2"} 0.0122
chip_impl_metric{name="clk_path_buf_depth",unit=""} 2
chip_impl_metric{name="ys_seq_share",unit=""} 0.425
chip_impl_info{name="cts_tree",value="built"} 1
chip_impl_metric{name="ctsHoldBuffers",unit=""} 0
chip_impl_metric{name="ys_chip_area",unit="mm^2"} 0.00634
chip_impl_metric{name="final.fill_count",unit=""} 1030
chip_impl_metric{name="die_h",unit="um"} 115
chip_impl_metric{name="edf_count",unit=""} 23
chip_impl_metric{name="synthesis.area",unit="mm^2"} 0.00634
chip_impl_metric{name="area.growth.synth_to_final",unit="%"} 18.0
chip_impl_info{name="flop_cell",value="sky130_fd_sc_hd__dfxtp_1"} 1
chip_impl_metric{name="static-leakage-power",unit="nW"} 2.72
chip_impl_metric{name="grtUsageTotal",unit=""} 0.233
chip_impl_metric{name="grt_antenna_before_repair",unit=""} 0
chip_impl_info{name="ys_top_cells_by_area",value="sky130_fd_sc_hd__dfxtp_1, sky130_fd_sc_hd__edfxtp_1, sky130_fd_sc_hd__mux2i_1"} 1
chip_impl_metric{name="pwr_density_cell",unit="mW/mm^2"} 345
chip_impl_metric{name="detailed_placer_s_ending_hpwl",unit="mm"} 9.41
-- logic make-up (layout without fill, tap and decap cells) --
family | count (synthesis) | in the layout | synth area share
buffers and inverters | 83 | 124 | 0.0665
adders and majority gates | 13 | 13 | 0.0257
muxes | 35 | 35 | 0.0562
other | 2 | 9 | 0.00118
xor gates and xnor gates | 30 | 30 | 0.0414
DFF | 123 | 123 | 0.425
and+or+nand+nor | 267 | 267 | 0.229
AOI/OAI and AO/OA | 132 | 132 | 0.155
-- cell type report --
cell class | instances | share of cell area
Multi-Input combinational cell | 486 | 0.436
Inverter | 20 | 0.0100
Tap cell | 168 | 0.0281
Clock inverter | 7 | 0.00519
Clock buffer | 24 | 0.0673
Sequential cell | 123 | 0.360
Timing Repair Buffer | 73 | 0.0937
-- cell usage in the layout, fill, tap and decap left out, drive strengths merged, types with 15 or more instances in the layout --
cell type | Yosys | layout
a21o | 15 | 15
a21oi | 32 | 32
clkbuf | 28 | 24
clkdlybuf4s50 | 0 | 62
dfxtp | 100 | 100
edfxtp | 23 | 23
inv | 20 | 21
mux2i | 33 | 33
nand2 | 34 | 34
nand3 | 26 | 26
nand4 | 17 | 17
nor2 | 90 | 90
nor3 | 26 | 26
xnor2 | 16 | 16
-- per-stage QoR --
stage	worst slack [ns]	total power, W
2_1_floorplan	1.84	0.00129
3_3_place_gp	0.926	0.00135
3_5_place_dp	0.807	0.00135
4_1_cts	1.24	0.00261
5_1_grt	0.994	0.00269
6_report	1.24	0.00258
-- sequential cells by signal, indices dropped and copies added, names as in the netlist, 2 cells and up --
register      count
bc                3
vsr               8
cra               3
vdo               3
din               8
hctr             10
pt                3
va               16
vrt               4
color             2
hDisplayOffC      3
hBorderOnC        2
gdin1             8
vBorderOnC        3
vBorderOffC       2
gdin              2
vab              16
vDisplayOffC      2
vba               3
vctr             10
hDisplayOnC       2
-- final timing paths --
path / start / slack [ns] / end
worst min register to register: gdin[6]$_SDFFE_PP0P_ / 0.44 / color[0]$_DFFE_PP_
worst max register to register: bc[0]$_SDFFE_PP0P_ / 1.25 / va[9]$_DFFE_PP_
worst min-delay path: gdin[6]$_SDFFE_PP0P_ / 0.44 / color[0]$_DFFE_PP_
worst max-delay path: ce25 / 1.24 / cra[0]$_SDFFE_PP0P_
-- power breakdown --
group	internal [W]	switching [W]
sequential	0.00117	0.0000216
combinational	0.0000732	0.0000668
clock	0.000789	0.000463
total	0.00203	0.000551
-- layer usage --
| layer | vias up | GRT usage | wire length, um |
|---|---|---|---|
| li1 | 2537 | - | - |
| met1 | 2368 | 0.371 | 6770 |
| met2 | 130 | 0.342 | 6110 |
| met3 | 12 | 0.0620 | 884 |
| met4 | 0 | 0.0242 | 121 |
| met5 | - | 0 | 0 |
-- worst max-delay path: cells and delay by family --
family,cells,cell delay [ns]
muxes,1,0.38
and+or+nand+nor,3,1.00
buffers and inverters,3,1.17
Power and IR drop assume default switching activity.
